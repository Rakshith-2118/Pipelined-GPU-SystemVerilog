===== /design/flow/run.sh =====
#!/bin/bash
# OpenROAD 26Q1-2900-gdf79404cd8, Yosys 0.63+post, stock flow scripts
make -C /OpenROAD-flow-scripts/flow DESIGN_CONFIG=/design/flow/config.mk WORK_HOME=/design/flow/orfs finish

===== /design/flow/config.mk =====
export PLATFORM = sky130hd
export DESIGN_NAME = registers
export DESIGN_NICKNAME = registers
export VERILOG_FILES = /design/flow/design.v
export SDC_FILE = /design/flow/constraint.sdc
export NUM_CORES = 4
export LEC_CHECK = 1
export CORE_UTILIZATION = 40

===== /design/flow/constraint.sdc =====
current_design registers

set clk_period 2.4
set clk_io_pct 0.2

create_clock -name clk0 -period $clk_period [get_ports {clk}]

set non_clock_inputs [all_inputs -no_clocks]
set_input_delay [expr $clk_period * $clk_io_pct] -clock clk0 $non_clock_inputs
set_output_delay [expr $clk_period * $clk_io_pct] -clock clk0 [all_outputs]

===== /design/flow/design.v =====
`default_nettype none
`timescale 1ns/1ns
module registers #(
    parameter THREADS_PER_BLOCK = 4,
    parameter THREAD_ID = 0,
    parameter DATA_BITS = 8
) (
    input wire clk,
    input wire reset,
    input wire enable,  
    input wire [DATA_BITS-1:0] block_id,
    input wire [3:0] decoded_rd_address,
    input wire [3:0] decoded_rs_address,
    input wire [3:0] decoded_rt_address,
    input wire decoded_reg_write_enable,
    input wire [DATA_BITS-1:0] reg_write_data,
    output wire [DATA_BITS-1:0] rs,
    output wire [DATA_BITS-1:0] rt
);
    reg [DATA_BITS-1:0] register_file[15:0];
	 assign rs = register_file[decoded_rs_address];
    assign rt = register_file[decoded_rt_address];
	 always @(posedge clk) begin
        if (reset) begin
            for (integer i = 0; i < 16; i = i + 1) begin
                register_file[i] <= '0;
            end
            register_file[14] <= THREADS_PER_BLOCK[7:0];   
            register_file[15] <= THREAD_ID[7:0];           
        end
        else if (enable) begin
            register_file[13] <= block_id;
            if (decoded_reg_write_enable && (decoded_rd_address < 13)) begin
                register_file[decoded_rd_address] <= reg_write_data;
            end
        end
    end
endmodule

==> reports/metrics.cfg <==
[global_routing]
antenna_found_initial = 0
grt_pass1_wl_microns = 28100
grt_overflow = 0
grt_pass1_vias = 4951
grt_max_degree = 33
grt_usage_pct = 23.9

[routing]
antenna_cells = 0
first_iter_violations = 417
dr_total_vias = 4637
ant_nets = 0
drt_wl_total_microns = 18700
wire_per_inst_microns = 22.5
vias_per_cell = 5.57
drc = 0
first_pass_iters = 5

[logic_synthesis]
yosysTopAreaCell = edfxtp_1
synth-seq-cells = 128
syn_inst = 462
async_flop_share_pct = 0
avgSynthCellArea_sq_um = 14.9
synth_seq_share_pct = 55.9
syn_area_sq_mm = 0.00688
edf_count = 128
synthTopCellsByArea = edfxtp_1 (56%), mux4_2 (12%), mux4_1 (9.9%), nor2_1 (5.1%), a22oi_1 (3.5%)
synth_cell_types = 31
ys_chip_area_sq_mm = 0.00688
top_cell_area_share_pct = 55.9
yosys_warnings = 1
flop_cell = edfxtp_1
ys_cells = 462

[place]
gp_congestion = 0.879
post_dp_cell_area_sq_mm = 0.00796
post-place-ws_ns = -0.520
hpwlAfterDp_microns = 12100
port_buffers = 47

[run_status]
violations = setup timing
status = complete, but fails checks

[sta]
fin_crit_ns = 2.40
slew_headroom_pct = 56.2
tightest_slew_ns = 0.657
grt_setup_unrepaired = true
fin_tns_setup_ns = -0.00442
setup_ws_ns = -0.00442
fin_crit_sh_pct = 100
hold_violations = 0
fmax_mhz = 416
slew_violations = 0
finalSetupViolations = 1

[setup_path]
slowest_stage = mux4_4
required_ns = 1.92
max_stage_delay_ns = 0.62
cp.depth = 8
critPathLaunchType = input port
critical_path.top_delay_family = multiplexers
worst_ep_arrival_time_ns = 1.92
crit_path_end_kind = output port
cp.buffers_inverters = 5
cp_cell_sequence = buf_12 -> buf_12 -> buf_6 -> buf_6 -> mux4_4 -> a22oi_2 -> nand2_1 -> buf_2
crit_path_max_fanout = 3
critical_path_class = in2out
cp-startpoint = decoded_rt_address[0]

[final_layout]
largest_reg_flops = 128
design_area_sq_mm = 0.00917
drive_above_1_share_pct = 40.6
lay_top_count = edfxtp_1
max_flop_register = register_file
syn_to_final_growth_pct = 33.3
mostFrequentLayoutCells = edfxtp_1 (128), nor2_1 (91), mux4_2 (60), buf_4 (56), nand2_1 (44)
reg.largest.list = register_file (128)

[hold_path]
holdPathStages = 2
worstHoldStart = block_id[1]
hold_class = in2reg

[clock_network]
cts_tree = yes
clockBufferDepth = 2
cts_buffers = 17
clk_pin_slew_ns = 0.05
clkSinkCount = 128
clock-root-buffer = clkbuf_16
cts_htree_levels = 4

[pwr]
p_total_mw = 6.05
ir_drop_mv = 0.463
p_leak_nw = 3.31
p_per_area_mw_per_mm2 = 660

[floorplanning]
core_sq_mm = 0.0167
die_w_microns = 133
fp_util_pct = 41.2
chipHeight_microns = 133
io_pins = 48
die-area_sq_mm = 0.0177
rows = 47

[run]
maxCapViolCount = 0
tool_warnings = 27

==> final timing paths <==
| path | endpoint |
|---|---|
| worst max-delay path | rt[0] |
| worst min-delay path | register_file[13][1]$_DFFE_PP_ |
==> synth_stat cells (all sizes together) (2+ instances only) <==
cell           count
mux4              64
nor2              99
a21o              12
clkdlybuf4s25      2
nand2             48
nor2b              6
clkbuf            14
conb               2
buf               22
and2b              2
or2                2
bufbuf             2
and2              19
a22oi             32
edfxtp           128
==> power breakdown <==
| part | internal (mW) | switching [mW] |
|---|---|---|
| clock network | 1.52 | 0.949 |
| logic | 0.517 | 0.407 |
| registers | 2.60 | 0.0669 |
==> routing by layer <==
layer	GRT usage, %	part of all wire, %
met3	13.6	13
met2	37.5	49
met1	29.7	34
met4	6.25	3.9
met5	0	0
==> cells by family after synthesis <==
kind of cell / Yosys count / synth area share (%)
AOI/OAI and AO/OA: 44 / 4.80
buffers and inverters: 40 / 4.79
DFF: 128 / 55.9
muxes: 64 / 22.5
other: 2 / 0.109
and+or+nand+nor: 184 / 11.9
==> stage by stage <==
step | hold WS (ns) | cells | util [%]
after floorplan | 0.678 | 476 | -
after global placement | 1.14 | 759 | 47.6
after detailed placement | 1.14 | 759 | 47.6
after CTS | 0.717 | 823 | 54.1
after global routing | 0.736 | 833 | 54.9
final | 0.722 | 833 | 54.9
==> timing repair <==
| item | in CTS | in global routing |
|---|---|---|
| pin swaps | 34 | 13 |
| buffers inserted | 27 | 11 |
| gates cloned | 6 | 0 |
| hold buffers | 0 | 0 |
| endpoints found under the setup margin | 16 | 8 |
| resized | 126 | 19 |
==> final cells by class <==
cell class | instances | area, sq um
Clock buffer | 17 | 425
Clock inverter | 15 | 145
Fill cell | 1305 | 7530
Multi-Input combinational cell | 308 | 2850
Sequential cell | 128 | 3840
Tap cell | 220 | 275
Timing Repair Buffer | 145 | 1630
Power is estimated from default activity; no workload was simulated.
