==> design/flow/design.v <==
`default_nettype none
`timescale 1ns/1ns
module lsu (
    input wire clk,
    input wire reset,
    input wire enable,  
    input wire decoded_mem_read_enable,
    input wire decoded_mem_write_enable,
    input wire [7:0] rs,
    input wire [7:0] rt,
    output reg mem_read_valid,
    output reg [7:0] mem_read_address,
    input wire mem_read_ready,
    input wire [7:0] mem_read_data,
    output reg mem_write_valid,
    output reg [7:0] mem_write_address,
    output reg [7:0] mem_write_data,
    input wire mem_write_ready,
	 output reg lsu_waiting,
    output reg [7:0] lsu_out
);
    localparam IDLE = 2'b00, REQUESTING = 2'b01, WAITING = 2'b10, DONE = 2'b11;
	 reg [1:0] lsu_state;
    always @(posedge clk) begin
        if (reset) begin
				lsu_waiting <= 0;
            lsu_state <= IDLE;
            lsu_out <= 0;
            mem_read_valid <= 0;
            mem_read_address <= 0;
            mem_write_valid <= 0;
            mem_write_address <= 0;
            mem_write_data <= 0;
        end else if (enable) begin
            if (decoded_mem_read_enable) begin 
                case (lsu_state)
                    IDLE: begin
                        lsu_state <= REQUESTING;
								lsu_waiting <= 0;
                    end
                    REQUESTING: begin 
                        mem_read_valid <= 1;
                        mem_read_address <= rs;
                        lsu_state <= WAITING;
								lsu_waiting <= 1;
                    end
                    WAITING: begin
                        if (mem_read_ready == 1) begin
                            mem_read_valid <= 0;
                            lsu_out <= mem_read_data;
                            lsu_state <= DONE;
									 lsu_waiting <= 1;
                        end
                    end
                    DONE: begin 
                        lsu_state <= IDLE;
								lsu_waiting <= 0;
                    end
                endcase
            end
            if (decoded_mem_write_enable) begin 
                case (lsu_state)
                    IDLE: begin
                        lsu_state <= REQUESTING;
								lsu_waiting <= 0;
                    end
                    REQUESTING: begin 
                        mem_write_valid <= 1;
                        mem_write_address <= rs;
                        mem_write_data <= rt;
                        lsu_state <= WAITING;
								lsu_waiting <= 1;
                    end
                    WAITING: begin
                        if (mem_write_ready) begin
                            mem_write_valid <= 0;
                            lsu_state <= DONE;
									 lsu_waiting <= 1;
                        end
                    end
                    DONE: begin 
								lsu_state <= IDLE;
								lsu_waiting <= 0;
                    end
                endcase
            end
			end else begin
				lsu_waiting <= 0;
			end
    end
endmodule
==> design/flow/run.sh <==
#!/bin/bash
# OpenROAD 26Q1-2900-gdf79404cd8, Yosys 0.63+post, stock flow scripts
make -C /OpenROAD-flow-scripts/flow DESIGN_CONFIG=/design/flow/config.mk WORK_HOME=/design/flow/orfs finish
==> design/flow/config.mk <==
export PLATFORM = sky130hd
export DESIGN_NAME = lsu
export DESIGN_NICKNAME = lsu
export VERILOG_FILES = /design/flow/design.v
export SDC_FILE = /design/flow/constraint.sdc
export NUM_CORES = 4
export LEC_CHECK = 1
export CORE_AREA = 10 10 102 102
export DIE_AREA = 0 0 112 112
==> design/flow/constraint.sdc <==
current_design lsu

set clk_period 2.2
set clk_io_pct 0.2

create_clock -name clk0 -period $clk_period [get_ports {clk}]

set non_clock_inputs [all_inputs -no_clocks]
set_input_delay [expr $clk_period * $clk_io_pct] -clock clk0 $non_clock_inputs
set_output_delay [expr $clk_period * $clk_io_pct] -clock clk0 [all_outputs]
==> run notes <==
fresh numbers from the pnr run: status finished, final reports clean, CTS Buf Count 5, met3 usage 3.37%, worst hold path type register to register, die area 0.0125 mm^2, Setup TNS 0 ns, row count 33, routing usage on met1 9.83%, overall routing resource usage 7.39%, Area leader share 51.6%, gr ovfl total 0, DR WL/cell 13.6 um, post-route setup slack 0.572 ns, Startpoint Class input port, global route hottest layer met2, RSZ-0062 raised after global routing no, Setup Buffers After CTS 0, crit-path max FO 11, cycle use final 74.0%, VDD IR max 0.232 mV, synthesis area per yosys 0.00151 mm^2, CP cell instances clkdlybuf4s50_1, and3_1, nand2_1, a21oi_1, post-CTS sizing 0, WL final 4.72 mm, clock skew 0.00258 ns, Post-route DRC 0, vias in the first global route 1462, GPL Wtd Cong 0.758, critical path's slowest cell clkdlybuf4s50_1, Place WS 0.240 ns, Cell Area, Synth 0.00151 mm^2, Starting Density 18.4%, area grow syn2layout 53.4%, die span in y 112 um, vias per inst 3.99, Pwr Density 582 mW/mm^2, CTS sink count 39, Pleak 0.776 nW, worst slew pin tran 0.466 ns, Synth Instances 180, CTS root buf clkbuf_8, PortBufs 65, most instantiated library cell after synthesis nand2_1, Clk pin slew, worst setup/hold paths 0.08 ns, Die X-Extent 112 um, max-slew violation count 0, fmax 0.614 GHz, tool warnings 25, EDFF count, synth 0, total core area 0.00822 mm^2, Synth flops 39, vias post-DR 1385, CTS max path bufs 2, Synth cell types 25, CTS hold repair buffers 0, met2 Use GR 11.2%, DPL Wire Length 3.48 mm, final setup fails 0, minimum clock period 1.63 ns, most instantiated cells after synthesis nand2_1 (65), dfxtp_1 (39), a21oi_1 (23), Crit path arrival time 1.85 ns, largest net degree at the start of global routing 24, number of H-tree levels 2, post-synth top area cell dfxtp_1, first-pass GRT wire length 7.74 mm, CP max stage delay 0.71 ns, share of layout cells above drive strength 1 9.92%, Antenna Cells 0, worst setup path class input port to register, Crit. End Element register, synth top area cells dfxtp_1 (52%), nand2_1 (16%), a21oi_1 (7.6%), Post-DRT Antenna Nets 0, part of the Yosys area used for sequential elements 51.6%, CP Data Required Time 2.42 ns, final hold violations 0, drt pass-1 iters 4, dominant register cell dfxtp_1, async set-reset flop share out of synthesis 0%, initial antenna violation count 0, ys cells 180, mean post-synth cell area 8.41 um^2, clk latency late pin 0.28 ns, num ports 66, Synth Warn # 1, CTS tree done, Iter 0 DRT Violations 70, max cap viols 0, Worst slew margin 69.0%
-- final cells by class --
cell class	instances	area, um^2
clock buffers	7	76.3
well taps	105	131
fillers	867	5890
multi-input cells	125	641
clock inverters	1	5.00
inverters	2	7.51
flip-flops and latches	39	781
repair buffers	68	681
-- placed cells by master (no fill, tap or decap), drive strengths merged, types with 3 or more instances in the layout --
cell           count
buf                4
a21oi             33
nor2               5
and3               3
clkdlybuf4s50     64
nand2             65
dfxtp             39
clkbuf             7
a2bb2oi            3
-- critical path, delay by kind of cell --
family / cells / cell delay [ns]
buf+inv: 1 / 0.71
compound gates: 1 / 0.12
simple gates: 2 / 0.57
-- metrics by stage --
stage	total power, mW	hold WS [ns]	cells	util [%]	instance area [um^2]
after floorplan	0.809	0.422	180	-	1510
after global placement	0.903	0.442	339	27.3	2240
after detailed placement	0.903	0.449	339	27.3	2240
after CTS	1.38	0.457	347	28.3	2320
after global routing	1.42	0.481	347	28.3	2320
final	1.35	0.455	347	28.3	2320
-- final timing paths --
kind | from | endpoint | slack [ns] | cells after the start
max reg2reg | lsu_state[2] | mem_read_address[4] | 0.97 | 3
min reg2reg | lsu_out[1] | lsu_out[1] | 0.46 | 2
max | enable | mem_read_address[4] | 0.57 | 4
min | lsu_out[1] | lsu_out[1] | 0.46 | 2
-- flip-flops by register name, summed over array words and instances (netlist names) --
register,count
lsu_out,8
lsu_state,4
lsu_waiting,1
mem_read_address,8
mem_read_valid,1
mem_write_address,8
mem_write_data,8
mem_write_valid,1
-- cells by family after synthesis --
group           count (synthesis)  synth area share [%]
buf+inv                        16                  6.12
simple gates                   78                  21.7
flops                          39                  51.6
compound gates                 46                  19.9
mux                             1                 0.661
-- metal layers --
layer	share of wire [%]	wire (um)
met5	0	0
met4	0.68	32
met3	9.9	468
met2	43	2030
met1	46	2180
-- power by group --
part	switching (mW)	internal, mW	total, mW
Sequential	0.0130	0.722	0.735
Combinational	0.0596	0.0900	0.150
Clock	0.244	0.223	0.467
Power and IR drop assume default switching activity.
